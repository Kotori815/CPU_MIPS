### design/flow/config.mk
export PLATFORM = sky130hd
export DESIGN_NAME = RegisterFile
export DESIGN_NICKNAME = RegisterFile
export VERILOG_FILES = /design/flow/design.v
export SDC_FILE = /design/flow/constraint.sdc
export NUM_CORES = 4
export LEC_CHECK = 1
export CORE_UTILIZATION = 40
### design/flow/run.sh
#!/bin/bash
# OpenROAD 26Q1-2900-gdf79404cd8, Yosys 0.63+post, stock flow scripts
make -C /OpenROAD-flow-scripts/flow DESIGN_CONFIG=/design/flow/config.mk WORK_HOME=/design/flow/orfs finish
### design/flow/constraint.sdc
current_design RegisterFile

set clk_period 6.4
set clk_io_pct 0.2

create_clock -name clk0 -period $clk_period [get_ports {clk}]

set non_clock_inputs [all_inputs -no_clocks]
set_input_delay [expr $clk_period * $clk_io_pct] -clock clk0 $non_clock_inputs
set_output_delay [expr $clk_period * $clk_io_pct] -clock clk0 [all_outputs]
### design/flow/design.v
`timescale 1ns / 1ps
module RegisterFile(
    input clk,
    input [4:0] rdReg1, rdReg2, wrReg,
    input [31:0] wrData,
    input write,
    output [31:0] rdData1, rdData2
    );
    reg [31:0] register [0:31];
    integer i;
    initial
        for(i=0;i<32;i=i+1) register[i] = 32'b00000000000000000000000000000000;
	always @(posedge clk) begin
		if (write) register[wrReg] = wrData;
	end
    assign rdData1 = register[rdReg1];
    assign rdData2 = register[rdReg2];
endmodule
module RegisterN(clk, hold, clear, wrData, rdData);
    parameter N = 1;
    input clk;
    input hold, clear;    
    input [N-1:0] wrData;
    output reg [N-1:0] rdData;
    initial begin
        rdData = {N{1'b0}};
    end
    always @(posedge clk) begin
		if (clear)
		    rdData <= {N{1'b0}};
		else if (hold)
			rdData <= rdData;
		else
			rdData <= wrData;
	end
endmodule
==> impl_metrics.ini <==
; generated from flow reports
[die]
die_x_um = 351
fp.coreArea_mm2 = 0.120
io_pins = 113
fp_util_pct = 40.5
die-area_mm2 = 0.123
die_h_um = 351
rows = 127

[route]
firstDrtPassIters = 7
drtAntennaViolNets = 0
drt-initial-drc-count = 2109
routed_wl_mm = 153
vias = 31000
viasPerCell = 5.94
wl_per_cell_um = 29.3
drc_errors = 0

[sta]
setup_tns_ps = 0
slew_viol_final = 0
setup_viol = 0
fmax_mhz = 177
fin_hold_ws_ps = 1420
min_period_ps = 5640
rsz0062_at_grt = false
fin_crit_sh_pct = 88.1
max_slew_margin_pct = 38.5
tightest_slew_ps = 920
finalHoldViolations = 0
setup_ws_ps = 759

[layout]
drive_above_1_share_pct = 10.0
area_growth_pct = 14.1
largest_reg_flops = 1024
final_layout_top_logic_cells = 1024 x mux2i_1, 1024 x edfxtp_1, 194 x nand3_1, 193 x nand2_1
final_area_mm2 = 0.0557

[yosys]
synth.distinct_cells = 23
yosys_warnings = 1
syn_inst = 3386
yosys.stat.chipArea_mm2 = 0.0488
netlist_area_mm2 = 0.0488
synth-seq-cells = 1024
ys_cells = 3386
postSynthSeqShare_pct = 63.0
syn_avg_cell_area_um2 = 14.4

[run_status]
status = finished clean

[global_routing]
grt.overflow.total = 0
grt.total_usage_pct = 26.7
grt_pass1_wl_mm = 218
grt_max_degree = 75
grt_pass1_vias = 31800
grt_antenna_before_repair = 5

[clock_tree]
cts.repair.resized = 0
cts_hold_buffers = 0
cts_buffers = 104
clk_pin_slew_ps = 50
clock_path_buffers = 3
ctsHtreeMaxLevel = 3
cts_root_buf = clkbuf_16
post-cts-setup-buffers = 0
clock-sinks = 1024
cts_tree = done

[placement]
dpl.hpwl_mm = 87.8
gp_congestion = 0.871
pre_cts_ws_ps = 827
port_buffers = 112
placed_area_mm2 = 0.0526

[critical_path]
critical_path_required_ps = 5120
arrival_ps = 4360
worstSetupEndpointType = output pin
crit_fanout = 24
start_kind = input port
path_class = in2out

[hold_path]
min_path_type = in2reg

[power]
worst_ir_drop_vdd_uv = 208
power_density_mw_per_mm2 = 261
leakagePower_nw = 20.4

[run]
drv_cap = 0
tool_warnings = 26
[metal layers]
metal | up-vias | part of all wire [%] | track usage [%] | routed length, µm
met5 | - | 0.098 | 1.06 | 150
met4 | 12 | 3.5 | 7.28 | 5400
met3 | 315 | 14 | 15.8 | 21900
met2 | 1723 | 46 | 39.7 | 70300
met1 | 15300 | 36 | 34.3 | 55500
li1 | 13700 | - | - | -
[critical path: stages]
cell and delay [ps]:
clkdlybuf4s50_1 620, nor2b_4 740, buf_12 290, buf_12 230, buf_4 250, nand2_1 130
a31oi_1 200, nand3_1 100, clkdlybuf4s50_1 410
[worst paths after layout]
kind	from	end	slack (ps)	depth (start not counted)
hold / removal	wrData[12]	register[4][12]$_DFFE_PP_	1420	2
setup / recovery	rdReg2[2]	rdData2[19]	760	9
[per-stage QoR]
step	power (mW)	util, %	instances
global placement	9.04	43.7	5038
detailed placement	9.05	43.7	5038
global route	15.0	46.2	5224
floorplan	8.40	-	3386
CTS	14.6	46.2	5224
finish	14.5	46.2	5225
[Yosys cell counts]
master       n  area [µm²]
a21oi_1    192         961
a22o_1     128        1120
a22oi_1    192        1440
a31oi_1     64         400
and2_1       2        12.5
buf_1        1        3.75
buf_2       70         350
buf_4       47         353
buf_6       45         507
clkbuf_1    86         323
clkbuf_4     4        30.0
edfxtp_1  1024       30700
mux2i_1   1024       10200
nand2_1    195         732
nand2b_1     4        25.0
nand3_1    194         971
nand3b_1     5        37.5
nor2_1      35         131
nor2b_1      4        25.0
nor3_1      64         320
or2_2        2        12.5
or3_1        1        6.26
or3b_2       3        26.3
[kinds of logic (layout without fill, tap and decap cells)]
kind of cell	after synthesis	after routing	synth area share [%]
AND-OR/OR-AND	576	576	8.04
multiplexers	1024	1024	21.0
AND/OR/NAND/NOR	509	509	4.71
other	0	1	0
buffers and inverters	253	479	3.21
flip-flops	1024	1024	63.0
[where the power goes]
| part | leakage, nW | switching (mW) | internal, mW |
|---|---|---|---|
| logic | 9.65 | 0.867 | 0.556 |
| registers | 9.22 | 0.0313 | 7.46 |
| clock network | 1.49 | 2.50 | 3.12 |
[final cells by class]
class                      instances  area (µm²)
fill                           10400       64800
sequential                      1024       30700
multi-input combinational       2109       16800
timing repair buffer             293        3070
clock buffer                     138        2790
tap                             1612        2020
clock inverter                    48         279
antenna                            1        2.50
Power figures rest on the tool's default switching activity, not on a simulated workload.
