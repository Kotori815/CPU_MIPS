[flow/run.sh]
#!/bin/bash
# OpenROAD 26Q1-2900-gdf79404cd8, Yosys 0.63+post, stock flow scripts
make -C /OpenROAD-flow-scripts/flow DESIGN_CONFIG=/design/flow/config.mk WORK_HOME=/design/flow/orfs finish
[flow/config.mk]
export PLATFORM = sky130hd
export DESIGN_NAME = DataMemory
export DESIGN_NICKNAME = DataMemory
export VERILOG_FILES = /design/flow/design.v
export SDC_FILE = /design/flow/constraint.sdc
export NUM_CORES = 4
export LEC_CHECK = 1
export CORE_UTILIZATION = 50
[flow/constraint.sdc]
current_design DataMemory

set clk_period 40.7
set clk_io_pct 0.2

create_clock -name clk0 -period $clk_period [get_ports {clk}]

set non_clock_inputs [all_inputs -no_clocks]
set_input_delay [expr $clk_period * $clk_io_pct] -clock clk0 $non_clock_inputs
set_output_delay [expr $clk_period * $clk_io_pct] -clock clk0 [all_outputs]
[flow/design.v]
`timescale 1ns / 1ps
module InstructionMemory(
	input [31:0] addr,
	output [31:0] instr
	);
	reg [31:0] memory [0:63];
	integer i = 0;
	initial
	   for(i = 0; i < 64; i= i+1)
	       memory[i] = 32'b11111111111111111111111111111111;
	initial begin
        memory[0]	= 32'b00100000000010000000000000100000;	 
        memory[1]	= 32'b00100000000010010000000000110111;	 
        memory[2]	= 32'b00000001000010011000000000100100;	 
        memory[3]	= 32'b00000001000010011000000000100101;	 
        memory[4]	= 32'b10101100000100000000000000000100;	 
        memory[5]	= 32'b10101100000010000000000000001000;	 
        memory[6]	= 32'b00000001000010011000100000100000;	 
        memory[7]	= 32'b00000001000010011001000000100010;	 
        memory[8]	= 32'b00100000000010000000000000100000;	 
        memory[9]	= 32'b00100000000010000000000000100000;	 
        memory[10]	= 32'b00100000000010000000000000100000;	 
        memory[11]	= 32'b00010010001100100000000000010010;	 
        memory[12]	= 32'b10001100000100010000000000000100;	 
        memory[13]	= 32'b00110010001100100000000001001000;	 
        memory[14]	= 32'b00100000000010000000000000100000;	 
        memory[15]	= 32'b00100000000010000000000000100000;	 
        memory[16]	= 32'b00100000000010000000000000100000;	 
        memory[17]	= 32'b00010010001100100000000000001111;	 
        memory[18]	= 32'b10001100000100110000000000001000;	 
        memory[19]	= 32'b00100000000010000000000000100000;	 
        memory[20]	= 32'b00100000000010000000000000100000;	 
        memory[21]	= 32'b00100000000010000000000000100000;	 
        memory[22]	= 32'b00010010000100110000000000001101;	 
        memory[23]	= 32'b00000010010100011010000000101010;	 
        memory[24]	= 32'b00100000000010000000000000100000;	 
        memory[25]	= 32'b00100000000010000000000000100000;	 
        memory[26]	= 32'b00100000000010000000000000100000;	 
        memory[27]	= 32'b00010010100000000000000000001111;	 
        memory[28]	= 32'b00000010001000001001000000100000;	 
        memory[29]	= 32'b00001000000000000000000000010111;	 
        memory[30]	= 32'b00100000000010000000000000000000;	 
        memory[31]	= 32'b00100000000010010000000000000000;	 
        memory[32]	= 32'b00001000000000000000000000111111;	 
        memory[33]	= 32'b00100000000010000000000000000001;	 
        memory[34]	= 32'b00100000000010010000000000000001;	 
        memory[35]	= 32'b00001000000000000000000000111111;	 
        memory[36]	= 32'b00100000000010000000000000000010;	 
        memory[37]	= 32'b00100000000010010000000000000010;	 
        memory[38]	= 32'b00001000000000000000000000111111;	 
        memory[39]	= 32'b00100000000010000000000000000011;	 
        memory[40]	= 32'b00100000000010010000000000000011;	 
        memory[41]	= 32'b00001000000000000000000000111111;	 
	end
	assign instr = memory[addr/4];
endmodule
module DataMemory(
    input clk,
    input [31:0] addr,
    input memRd, memWr,
    input [31:0] wrData,
    output [31:0] rdData);
	reg [31:0] mem [0:63];
	reg [5:0] i;
	initial
	   for (i=0; i<32;i=i+1) mem[i] = 32'b0;
	always @(posedge clk)
        if (memWr) mem[addr] = wrData;
    assign rdData = memRd ? mem[addr] : 32'b0;
endmodule
==> results.txt <==
Implementation numbers.

- The root cell of the clock tree is sky130_fd_sc_hd__clkbuf_16.
- Setup violations remaining at the end of the flow were counted as 0.
- Looking at the global route congestion table, the highest-usage layer is met2.
- The post-synthesis cell area is 80230 um^2.
- The routed design shows a via density per instance of 6.464.
- The number of global-route vias before repair is 46792.
- The commonest register cell is sky130_fd_sc_hd__edfxtp_1.
- The critical path in this run is classified as input port to output pin.
- STA puts the critical path data required time at 32.56 ns.
- The chip height is 402.6 um.
- The slew check shows that the tightest pin keeps a relative margin of 0.3232.
- Entering global routing, the biggest net connects 123 pins.
- The tightest hold path in the finished design has a slack of 7.610 ns.
- The count of unique library cells instantiated by Yosys is 58.
- Max fanout on the critical path was recorded as 122.
- The reported leakage power is 28.12 nW.
- The number of synthesized flops with an enable pin is 2048.
- The number of storage elements in the synthesis netlist is 2048.
- The count of standard-cell rows is 146.
- The number of maximum-capacitance violations is 0.
- The first-pass GRT wire length is 321200 um.
- After detailed routing, the average wire length per cell comes to 31.57 um.
- The hold-fix buffer count after cts is 0.
- Each instance of the synthesized netlist takes up on average 17.17 um^2.
- Post-CTS timing repair inserted 0 buffers for setup.
- Summed over all routing layers, the global router reports a total usage of 0.3084.
- The initial antenna violation count was 5.
- The signed area change from the synthesized netlist to the final layout is 12.41%.
- The total of buffers placed on input and output ports is 72.
- The layout cell share with drive strength beyond 1 is 0.1429.
- The worst ir drop on vdd is 0.04181 mV.
- The worst setup slack before clock tree synthesis is 19.34 ns.
- The die is 402.6 um wide.
- Routing resource usage on met3 recorded by global route was 0.2003.
- The number of inserted filler cells in the final layout is 11598.
- Setup repair after global routing left no endpoint under its margin.
- The start point of the worst min-delay path is wrData[7].
- The total negative setup slack is 0 ns.
- After synthesis, the share of flip-flops with an asynchronous set or reset is 0.
- The flip-flop count of the largest register after layout is 2048.
- The number of stages on the worst hold path is 1.
- The number of gates given a new drive strength after cts is 0.
- The post-synthesis sequential area ratio is 0.7665.
- Detailed placement finished with a half-perimeter wire length of 121600 um.
- The tightest min-delay check is of the input port to flop type.
- The number of warnings the tools reported is 58.
- The number of failing hold endpoints at the final stage is 0.
- RePlAce ended its routability-driven mode at a weighted congestion of 0.8978.
- The final timing summary puts the cycle share of the worst path at 0.5268.
- After synthesis, the chip area reported by Yosys is 80230 um^2.
- The maximum buffer depth of the clock tree is 3.
- The violation tally recorded at the end of detailed-routing iteration 0 is 3180.
- The capture endpoint of the worst hold path is mem[37][7].
- The final worst setup slack is 19.26 ns.
- The transition time recorded at the tightest slew-check pin is 1.002 ns.
- For this run, the detailed router's first-pass iteration total came to 7.
- met1 track demand over resource after global routing is 0.4230.
- The placeable core area is 158700 um^2.
- The chip occupies 162100 um^2.
- TritonCTS built the clock tree.
- The H-tree level count is 4.
- In the routed design, unresolved DRC markers number 0.
- Based on the critical path, the design can be clocked at up to 46.64 MHz.
- For this block, the routed nets add up to 221600 um of wire.
- The number of I/O pins is 99.
- The top cell type in the final layout, fill and taps aside, is sky130_fd_sc_hd__edfxtp_1.
- For reference, the final report shows the max-slew violation count at 0.
- The via count is 45378.
- For this run, the number of Yosys warnings is 1.
- The routing usage on met2 is 0.4334.
- The final critical path time including I/O delays and setup is 21.44 ns.
- The run finished with clean final reports.
- The clock transition at the registers of the reported paths is 0.06 ns.
- Synthesis handed over a netlist of 4674 instances.
- Global routing finished with a remaining overflow of 0.
- TritonCTS created 206 clock buffers.
- The starting density of the core is 0.5054.
- Leaving out fill and tap cells, the most frequent cells in the layout are sky130_fd_sc_hd__edfxtp_1, sky130_fd_sc_hd__a221oi_1, sky130_fd_sc_hd__a22oi_1.
- Per the summary, power density relative to cell area is 48.26 nW/um^2.
- The arrival time of the worst setup path is 13.30 ns.
- The worst setup path is captured at an output pin.
- The clock net sink count is 2048.
- The detail route stage leaves a number of antenna-violating nets equal to 0.
- The synth_stat.txt file lists the number of cells as 4674.
- The type of origin of the critical path is an input port.
## worst max path at each step
stage,to,from,cells past startpoint,slack (ns)
final,rdData[0],addr[2],12,19.26
after global routing,rdData[0],addr[2],12,18.93
after CTS,rdData[0],addr[2],12,19.32
## logic make-up (layout without fill, tap and decap cells)
group,count (synthesis),after routing,synth area share
multiplexers,256,256,0.03838
buffers and inverters,400,673,0.02224
AND/OR/NAND/NOR,783,783,0.06277
other,0,1,0
flip-flops,2048,2048,0.7665
AND-OR/OR-AND,1187,1187,0.1101
## synth_stat cells, types with 18 or more instances
cell type	number	share of area
sky130_fd_sc_hd__buf_1	38	0.0018
sky130_fd_sc_hd__nor3b_1	141	0.013
sky130_fd_sc_hd__a22o_1	29	0.0032
sky130_fd_sc_hd__o2111ai_1	56	0.0061
sky130_fd_sc_hd__clkbuf_1	201	0.0094
sky130_fd_sc_hd__buf_4	18	0.0017
sky130_fd_sc_hd__nor4_1	18	0.0014
sky130_fd_sc_hd__nor3_1	100	0.0062
sky130_fd_sc_hd__nand2b_1	58	0.0045
sky130_fd_sc_hd__and3b_1	28	0.0031
sky130_fd_sc_hd__mux4_2	37	0.010
sky130_fd_sc_hd__a22oi_1	248	0.023
sky130_fd_sc_hd__nor2_1	77	0.0036
sky130_fd_sc_hd__o22ai_1	64	0.0050
sky130_fd_sc_hd__o221ai_1	48	0.0052
sky130_fd_sc_hd__a21o_1	56	0.0052
sky130_fd_sc_hd__mux2i_1	176	0.022
sky130_fd_sc_hd__a21oi_1	70	0.0044
sky130_fd_sc_hd__nand3_1	20	0.0012
sky130_fd_sc_hd__edfxtp_1	2048	0.77
sky130_fd_sc_hd__a221oi_1	275	0.030
sky130_fd_sc_hd__o22a_1	42	0.0046
sky130_fd_sc_hd__buf_2	128	0.0080
sky130_fd_sc_hd__and3_1	142	0.011
sky130_fd_sc_hd__o21ai_0	183	0.011
sky130_fd_sc_hd__nand3b_1	138	0.013
sky130_fd_sc_hd__mux2_2	43	0.0060
## where the power goes
group,total (mW),internal [mW],switching (mW)
clock network,1.78,1.00,0.776
logic,0.234,0.0682,0.166
registers,2.34,2.34,0.00282
## routing by layer
metal	wire (um)	up-vias
li1	-	19686
met1	75350	22490
met5	355	-
met4	9269	16
met3	34110	428
met2	102500	2758
## area by class of cell
type / instances / area (um^2) / area share
diodes: 1 / 2.502 / 0.00002775
clock inverters: 107 / 808.3 / 0.008962
clock buffers: 269 / 5498 / 0.06096
multi-input cells: 2226 / 17520 / 0.1942
inverters: 6 / 25.02 / 0.0002775
well taps: 2072 / 2592 / 0.02874
repair buffers: 291 / 2247 / 0.02492
flip-flops and latches: 2048 / 61500 / 0.6819
## critical path, stage by stage
cell	delay, ns
sky130_fd_sc_hd__buf_8	0.35
sky130_fd_sc_hd__buf_4	0.53
sky130_fd_sc_hd__buf_4	0.60
sky130_fd_sc_hd__buf_12	0.44
sky130_fd_sc_hd__buf_4	0.68
sky130_fd_sc_hd__or3b_2	0.23
sky130_fd_sc_hd__a21oi_1	0.06
sky130_fd_sc_hd__o41a_1	0.50
sky130_fd_sc_hd__a2111oi_0	0.43
sky130_fd_sc_hd__buf_4	0.23
sky130_fd_sc_hd__a41oi_1	0.39
sky130_fd_sc_hd__clkdlybuf4s50_1	0.56
## stage by stage
| stage | instance area [um^2] | utilization | power, mW | cells |
|---|---|---|---|---|
| detailed placement | 83880 | 0.5284 | 2.617 | 6643 |
| CTS | 90190 | 0.5681 | 4.379 | 7019 |
| global route | 90190 | 0.5681 | 4.474 | 7019 |
| finish | 90190 | 0.5681 | 4.353 | 7020 |
| global placement | 83880 | 0.5284 | 2.614 | 6643 |
| floorplan | 80230 | - | 2.499 | 4674 |
No activity file was given, so power comes from the tool's default toggle rates.
